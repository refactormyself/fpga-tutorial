File: design.v
`timescale 1ns / 1ps
module DFlipFlop(
    input clk,
    input [3:0] D,
    input R,
    input Enb,
    output [3:0] Q,
    output [3:0] Qrs,
    output [3:0] Qra,
    output [3:0] Qrae
    );
    DFF fflop (clk, D, Q);
    DFFResetSync fflopRs (clk, D, R, Qrs);
    DFFResetAsync fflopRa (clk, D, R, Qra);
    DFFResetAsyncEnable fflopRae (clk, D, R, Enb, Qrae);
endmodule
module DFF(
    input clk,
    input [3:0] D,
    output reg [3:0] Q
    );
    always @(posedge clk)
        Q <= D;  
endmodule
module DFFResetSync(
    input clk,
    input [3:0] D,
    input R,  
    output reg [3:0] Q
    );
    always @(posedge clk)
        if(R == 1'b1)
            Q <= 4'b0000;
        else
            Q <= D;
endmodule
module DFFResetAsync(
    input clk,
    input [3:0] D,
    input R,  
    output reg [3:0] Q
    );
    always @(posedge clk or posedge R)
        if(R == 1'b1)
            Q <= 4'b0000;
        else
            Q <= D;
endmodule
module DFFResetAsyncEnable(
    input clk,
    input [3:0] D,
    input R,  
    input enb,  
    output reg [3:0] Q
    );
    always @(posedge clk or posedge R)
    begin
        if(R == 1'b1)
            Q <= 4'b0000;
        else if (enb)
            Q <= D;
    end  
endmodule
File: run.sh
#!/bin/bash
# OpenROAD 26Q1-2900-gdf79404cd8, Yosys 0.63+post, stock flow scripts
make -C /OpenROAD-flow-scripts/flow DESIGN_CONFIG=/design/flow/config.mk WORK_HOME=/design/flow/orfs finish
File: config.mk
export PLATFORM = sky130hd
export DESIGN_NAME = DFlipFlop
export DESIGN_NICKNAME = DFlipFlop
export VERILOG_FILES = /design/flow/design.v
export SDC_FILE = /design/flow/constraint.sdc
export NUM_CORES = 4
export LEC_CHECK = 1
export CORE_AREA = 10 10 70 70
export DIE_AREA = 0 0 80 80
File: constraint.sdc
current_design DFlipFlop

set clk_period 1.5
set clk_io_pct 0.2

create_clock -name clk0 -period $clk_period [get_ports {clk}]

set non_clock_inputs [all_inputs -no_clocks]
set_input_delay [expr $clk_period * $clk_io_pct] -clock clk0 $non_clock_inputs
set_output_delay [expr $clk_period * $clk_io_pct] -clock clk0 [all_outputs]
==> flow_summary.yaml <==
# yosys + openroad results
critical_path:
  critPathSlowestCell: "clkdlybuf4s50_1"
  crit_path_class: "flop to primary output"
  critical_path.max_fanout: 2
  timing.critical_path.required_ns: 1.20
  worst-endpoint-arrival_ns: 1.11
  setup.worst_path.start_class: "flop"
  critical-path-top-delay-family: "buffers and inverters"
  cell_by_cell_listing_of_the_critical_path: "clkdlybuf4s50_1"
  cpPeakStageDelay_ns: 0.48
  critPathBufInv: 1
  timing.critical_path.to_type: "primary output"
pwr:
  power-per-cell-area_nw_per_um2: 1040
  p_leak_nw: 0.290
  comb_power_share_pct: 11.7
  power_report.internal_total_mw: 0.615
  fraction_of_power_consumed_by_sequential_logic_pct: 61.0
  irDropWorstVdd_mv: 0.207
  power.switching_mw: 0.146
  sw_frac_of_total_pct: 19.1
  clock_power_share_pct: 27.3
sta:
  timing_max_transition_violations_final: 0
  worst_clock_skew_ns: 0
  fmaxAchievable_ghz: 0.710
  maxSlewHeadroom_pct: 78.0
  setup_repair_after_global_routing_missed_its_margin: "no"
  setup_total_negative_slack_ns: 0
  post-route-period-util_pct: 93.9
  report.final.setup_viol: 0
  worst_pin_slew_ns: 0.329
  finalWorstPathRequiredPeriod_ns: 1.41
  hold_viol: 0
floorplan:
  die_h_um: 80
  chipArea_um2: 6400
  fp_util_pct: 12.7
  placementRows: 21
  dieWidth_um: 80
  pin_count: 23
  placeableCoreArea_um2: 3420
drt:
  drc: 0
  antenna_cells: 0
  wl_per_cell_um: 10.9
  detailroute.via_count: 265
  drt_iter0_drc: 12
  dr.pass1.iters: 2
  totalWireLength_um: 1040
  final_antenna_net_count: 0
  route.detailed.vias_per_inst: 2.76
synth:
  synth.area.top_cells: "dfrtp_1 (46%), dfxtp_1 (37%), mux2_1 (10%)"
  yosysTopAreaCell: "dfrtp_1"
  ys_cells: 25
  post_synth_num_cell_types: 5
  synth_sequential_area_ratio_pct: 83.0
  yosysTopAreaCellShare_pct: 46.1
  syn_inst: 25
  yosys_register_bits: 16
  yosysChipArea_um2: 434
  synthesis.area_per_instance_um2: 17.4
  synthesized_area_um2: 434
  synth_warnings: 4
place:
  place.port_buffers: 22
  gp_routability_congestion: 0.760
  placed_cells_incl_taps: 93
  detailed_place.area_um2: 712
cts:
  cts_resized: 0
  htreeDepth: 1
  cts.hold.buffers_added: 0
  cts_tree: "yes"
  clk_transition_reported_paths_ns: 0.09
  clock-root-buffer: "clkbuf_4"
  cts_max_path_buffers: 2
  cts-buffers-inserted: 3
  cts_num_sinks: 16
  clock_latency_ns: 0.27
  cts_setup_buffers: 0
layout:
  synthToLayoutAreaGrowth_pct: 69.2
  layout-drive-gt1-share_pct: 6.00
  instances_no_fill: 96
  layout.core_utilization_pct: 21.5
  layout.cell_area.non_filler_um2: 734
grt:
  grt_overflow_total: 0
  grt_pass1_vias: 310
  grt_start_max_net_pins: 9
  track_usage_pct: 3.24
  global_route_wire_length_before_repair_um: 1600
  antenna_found_initial: 0
job:
  max-cap-violations: 0
  number_of_logged_tool_warnings: 25
worst_hold_path:
  hold_path.class: "input pin to async pin"
status:
  status: "complete, no violations"
-- flip-flops by register name, summed over array words and instances, names as in the netlist --
name and cells:
fflopRs.Q 4, fflop.Q 4, fflopRa.Q 4, fflopRae.Q 4
-- logic make-up (layout without fill, tap and decap cells) --
logic type	Yosys count	in the layout	synth area share, %
DFF	16	16	83.0
buffers and inverters	1	26	0.864
and+or+nand+nor	4	4	5.76
muxes	4	4	10.4
-- metrics by stage --
step	hold WS [ns]	total power, mW	setup slack, ns
after floorplan	0.116	0.480	0.781
after global placement	0.479	0.565	0.179
after detailed placement	0.482	0.566	0.152
after CTS	0.402	0.775	0.0740
after global routing	0.423	0.806	0.0407
final	0.390	0.760	0.0914
-- cell usage after synthesis --
cell and n:
dfrtp_1 8, inv_1 1, nor2b_1 4, dfxtp_1 8, mux2_1 4
-- cell usage in the layout, fill, tap and decap left out --
cell type        instances
dfxtp_1                  8
clkbuf_4                 3
dfrtp_1                  8
mux2_1                   4
inv_1                    1
nor2b_1                  4
clkdlybuf4s50_1         22
-- power groups by stage --
| stage | logic (mW) | clock network, mW | registers, mW |
|---|---|---|---|
| after CTS | 0.0925 | 0.218 | 0.464 |
| after global routing | 0.0973 | 0.241 | 0.468 |
| final | 0.0887 | 0.208 | 0.464 |
-- area by class of cell --
class | count | area, µm²
timing repair buffer | 22 | 220
clock buffer | 3 | 22.5
tap | 46 | 57.6
multi-input combinational | 8 | 70.1
sequential | 16 | 360
inverter | 1 | 3.75
fill | 375 | 2680
-- metal layers --
| layer | up-vias | track usage [%] | wire length, µm | part of all wire (%) |
|---|---|---|---|---|
| met5 | - | 0 | 0 | 0 |
| met2 | 11 | 5.46 | 524 | 50 |
| met3 | 2 | 2.16 | 156 | 15 |
| met1 | 122 | 3.24 | 359 | 34 |
| li1 | 130 | - | - | - |
| met4 | 0 | 0.704 | 4 | 0.38 |
-- worst paths after layout --
check / start / end / slack (ns) / cells past startpoint
worst max-delay path: fflopRae.Q[1] / Qrae[1] / 0.09 / 1
worst min register to register: fflopRae.Q[2] / fflopRae.Q[2] / 0.50 / 1
worst min-delay path: R / fflopRa.Q[3] / 0.39 / 2
min in group clk0: fflopRae.Q[2] / fflopRae.Q[2] / 0.50 / 1
worst max register to register: fflopRae.Q[0] / fflopRae.Q[0] / 0.73 / 1
max in group asynchronous: R / fflopRa.Q[2] / 0.86 / 2
Power figures rest on the tool's default switching activity, not on a simulated workload.
