<file path="design.v">
`timescale 1ns / 1ps
module Ops_Signed_Adder_Substracter(
                 input [3:0] A,
                 input [3:0]  B,
                 output [4:0] SumU,
                 output [4:0] SumS,
                 output [4:0] SubU,
                 output [4:0] SubS,
                 output [4:0] Mul,
                 output [4:0] Div,
                 output [4:0] Mod,
                 output [4:0] SqrSum,
                 output [4:0] HalfSum,
                 output [4:0] ArithSqrSum,
                 output [4:0] ArithHalfSum
                 );
    Unsigned_4bit_Adder u_adder(.A(A), .B(B), .Sum(SumU));
    Signed_4bit_Adder s_adder(.A(A), .B(B), .Sum(SumS));
    Unsigned_4bit_Suber u_suber(.A(A), .B(B), .Sum(SubU));
    Signed_4bit_Suber s_suber(.A(A), .B(B), .Sum(SubS));
    Unsigned_4bit_Multiplier multer(.A(A), .B(B), .Sum(Mul));
    Unsigned_4bit_Divider diver(.A(A), .B(B), .Sum(Div));
    Unsigned_4bit_Modulo mod(.A(A), .B(B), .Sum(Mod));
    assign SqrSum = (A + B) << 1;
    assign HalfSum = (A + B) >> 1;
    assign ArithSqrSum = (A + B) <<< 1;
    assign ArithHalfSum = (A + B) >>> 1;
endmodule
module Unsigned_4bit_Adder(
                 input [3:0] A,
                 input [3:0] B,
                 output [4:0]Sum
                 );
    assign Sum = A + B;
endmodule
module Signed_4bit_Adder(
                 input [3:0] A,
                 input [3:0] B,
                 output [4:0] Sum
                 );
    assign Sum = $signed(A) + $signed(B);
endmodule
module Unsigned_4bit_Suber(
                 input [3:0] A,
                 input [3:0] B,
                 output [4:0]Sum
                 );
    assign Sum = A - B;
endmodule
module Signed_4bit_Suber(
                 input [3:0] A,
                 input [3:0] B,
                 output [4:0] Sum
                 );
    assign Sum = $signed(A) - $signed(B);
endmodule
module Unsigned_4bit_Multiplier(
                 input [3:0] A,
                 input [3:0] B,
                 output [4:0]Sum
                 );
    assign Sum = A * B;
endmodule
module Unsigned_4bit_Divider(
                 input [3:0] A,
                 input [3:0] B,
                 output [4:0]Sum
                 );
    assign Sum = A / B;
endmodule
module Unsigned_4bit_Modulo(
                 input [3:0] A,
                 input [3:0] B,
                 output [4:0]Sum
                 );
    assign Sum = A % B;
endmodule
</file>
<file path="run.sh">
#!/bin/bash
# OpenROAD 26Q1-2900-gdf79404cd8, Yosys 0.63+post, stock flow scripts
make -C /OpenROAD-flow-scripts/flow DESIGN_CONFIG=/design/flow/config.mk WORK_HOME=/design/flow/orfs finish
</file>
<file path="constraint.sdc">
current_design Ops_Signed_Adder_Substracter

set clk_period 6.9
set clk_io_pct 0.2

create_clock -name clk0 -period $clk_period

set non_clock_inputs [all_inputs -no_clocks]
set_input_delay [expr $clk_period * $clk_io_pct] -clock clk0 $non_clock_inputs
set_output_delay [expr $clk_period * $clk_io_pct] -clock clk0 [all_outputs]
</file>
<file path="config.mk">
export PLATFORM = sky130hd
export DESIGN_NAME = Ops_Signed_Adder_Substracter
export DESIGN_NICKNAME = Ops_Signed_Adder_Substracter
export VERILOG_FILES = /design/flow/design.v
export SDC_FILE = /design/flow/constraint.sdc
export NUM_CORES = 4
export LEC_CHECK = 1
export CORE_AREA = 10 10 82 82
export DIE_AREA = 0 0 92 92
</file>
==> results_dict.tcl <==
# flow metrics
set metrics [dict create \
    status "finished, violations left" \
    violations "negative setup slack" \
    synth_seq_share 0 \
    p_total_mw 0.350 \
    p_sw_frac 0.341 \
    die_h_um 92 \
    grt_pass1_wl_mm 6.89 \
    grt_pass1_vias 1478 \
    tool_warnings 41 \
    logic_area_sq_mm 0.00123 \
    fp-row-count 26 \
    cell_internal_pwr_mw 0.230 \
    rsz0062_at_grt "true" \
    clkbuf_count 0 \
    fin_area_sq_mm 0.00233 \
    crit_path_cell_trace "buf_8, clkinvlp_4, ha_4, a21o_1, a21oi_2, a21oi_2, ha_1, o21a_1, o311a_4, mux2_4, ha_4, and3_4, a221o_1, mux2_4, ha_4, nand2_2, o21ai_2, nand2_2, nand3_4, buf_12, mux2_4, buf_6" \
    grtUsageMet2 0.151 \
    period_used_share 1.00 \
    cpMaxStageDelayCell "o311a_4" \
    critPathMaxStageDelay_ps 340 \
    placed_cells 299 \
    fp_util 0.273 \
    yosysWarnings 0 \
    port_buffers 59 \
    netlist_area_sq_mm 0.00139 \
    clkPwrFrac 0 \
    diodes 0 \
    critPathKind "in -> out" \
    globalRouteTotalUtil 0.0942 \
    power_leakage_nw 1.07 \
    flop-count 0 \
    worstPathRequired_ps 5520 \
    path_max_fanout 4 \
    avgRoutedWirePerCell_um 12.9 \
    fin_ws_ps -29.7 \
    chipArea_sq_mm 0.00846 \
    ys_chip_area_sq_mm 0.00139 \
    layout_top_cell "clkdlybuf4s50_1" \
    peakVddDrop_mv 0.0785 \
    power_density_mw_per_mm2 150 \
    switchingPower_mw 0.119 \
    stdcell_count 317 \
    crit_family "AND-OR/OR-AND gates" \
    drt-total-wl_mm 4.10 \
    postSynthCellCount 170 \
    gp_congestion 0.851 \
    cp.arrival_ps 5550 \
    n_fill_cell 496 \
    vias 1371 \
    met3_usage 0.0288 \
    worst-path-buf-inv 4 \
    place_area_sq_mm 0.00210 \
    coreArea_sq_mm 0.00507 \
    ys_types 38 \
    area_growth_pct 68.3 \
    drtIter0Drc 18 \
    io_pins 63 \
    ctsHoldBuffers 0 \
    gr-usage-met1 0.127 \
    startpoint_type "input port" \
    ant_nets 0 \
    end_kind "primary output" \
    fin_crit_ps 6930 \
    hold_class "in -> out" \
    maxCapViolCount 0 \
    gr-total-overflow 0 \
    comb_power_share 1.000 \
    yosys_cells 170 \
    final_max_slew_viol_count 0 \
    seqCellArea_sq_um 0 \
    antenna_found_initial 0 \
    syn_avg_cell_area_sq_um 8.15 \
    layout-drive-gt1-share 0.356 \
    grt_max_degree 9 \
    vias_per_cell 4.32 \
    setup_violations 3 \
    drcViolationCount 0 \
    pwr-share-seq 0 \
    fmax_mhz 144 \
    die_w_um 92 \
    hpwl_mm 3.39 \
    firstDrtPassIters 4 \
    hold_violations 0 \
    final_cell_mix "48 x clkdlybuf4s50_1, 42 x buf_4, 23 x ha_1" \
    grt_most_used_layer "met2" \
]
[layout make-up]
| type | count | area share |
|---|---|---|
| Multi-Input combinational cell | 126 | 0.527 |
| Timing Repair Buffer | 105 | 0.408 |
| Tap cell | 70 | 0.0376 |
| Inverter | 16 | 0.0274 |
[power by group through the flow]
stage,clock network [mW],registers [mW],logic (mW)
after CTS,0,0,0.339
after global routing,0,0,0.386
final,0,0,0.350
[metrics by stage]
| stage | worst slack (ps) | hold slack (ps) | TNS, ps | utilization |
|---|---|---|---|---|
| detailed placement | -888 | 3830 | -5000 | 0.413 |
| floorplan | 11.3 | 2770 | 0 | - |
| CTS | -81.7 | 3450 | -291 | 0.452 |
| finish | -29.7 | 3440 | -81.4 | 0.459 |
| global placement | -810 | 3830 | -4530 | 0.413 |
| global route | -191 | 3490 | -915 | 0.459 |
[kinds of logic (layout without fill, tap and decap cells)]
family,count (synthesis),after routing,synth area share
other,1,5,0.00271
AND/OR/NAND/NOR,35,35,0.133
XOR/XNOR,14,14,0.0885
multiplexers,9,9,0.0849
AND-OR/OR-AND,30,30,0.152
buffers and inverters,48,121,0.209
adder cells (fa/ha/maj),33,33,0.331
[tightest hold or removal path, delay by kind of cell]
| family | cells | cell delay (ps) |
|---|---|---|
| buffers and inverters | 3 | 620 |
| AND/OR/NAND/NOR | 1 | 60 |
[cells in the mapped netlist (all sizes together) (3+ instances only)]
| cell type | n | area [sq um] |
|---|---|---|
| a21o | 4 | 30.0 |
| xor2 | 6 | 52.6 |
| o21a | 4 | 30.0 |
| buf | 29 | 218 |
| nand2 | 10 | 37.5 |
| fa | 6 | 120 |
| xnor2 | 8 | 70.1 |
| o21ai | 5 | 25.0 |
| clkbuf | 3 | 11.3 |
| nor2 | 12 | 45.0 |
| mux2 | 7 | 93.8 |
| inv | 16 | 60.1 |
| a21oi | 10 | 53.8 |
| ha | 27 | 338 |
[path summary, 6_finish.rpt]
check,end,startpoint,cells after the start,slack [ps]
setup / recovery,Mod[1],B[1],22,-30
hold / removal,Div[4],B[1],4,3440
[layer usage]
| layer | vias to the layer above | share of wire |
|---|---|---|
| li1 | 699 | - |
| met1 | 620 | 0.49 |
| met2 | 49 | 0.42 |
| met3 | 3 | 0.084 |
| met4 | 0 | 0.0061 |
| met5 | - | 0 |
[what timing repair did]
item | 4_1_cts | 5_1_grt
endpoints found under the hold margin | 0 | 0
pin swaps | 16 | 11
resized | 49 | 10
endpoints found under the setup margin | 6 | 6
setup buffers | 18 | 2
Power figures rest on the tool's default switching activity, not on a simulated workload.
