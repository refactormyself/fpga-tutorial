<file path="config.mk">
export PLATFORM = sky130hd
export DESIGN_NAME = Ops_Logicals
export DESIGN_NICKNAME = Ops_Logicals
export VERILOG_FILES = /design/flow/design.v
export SDC_FILE = /design/flow/constraint.sdc
export NUM_CORES = 4
export LEC_CHECK = 1
export CORE_AREA = 10 10 70 70
export DIE_AREA = 0 0 80 80
</file>
<file path="constraint.sdc">
current_design Ops_Logicals

set clk_period 2.1
set clk_io_pct 0.2

create_clock -name clk0 -period $clk_period

set non_clock_inputs [all_inputs -no_clocks]
set_input_delay [expr $clk_period * $clk_io_pct] -clock clk0 $non_clock_inputs
set_output_delay [expr $clk_period * $clk_io_pct] -clock clk0 [all_outputs]
</file>
<file path="design.v">
`timescale 1ns / 1ps
module Ops_Logicals(
    input [7:0] A,
    input [7:0] B,
    input S,
    output[3:0] outMutex4,
    output[7:0] outMutex8,
    output out1,
    output out2,
    output out3,
    output outTenar,
    output outComp
    );
    IsEqual eq(.A(A), .B(B), .out(out1));
    IsGreater grt(.A(A), .B(B), .out(out2));
    IsLess less(.A(A), .B(B), .out(out3));
    assign outTenar = (A > B) ? 2'b10 : 2'b01;
    Comparator4Bit_1 cmp(A, B, outComp);
    MyMUX mux1 (A, B, S, outMutex4);
    MyMUX_Param #(.width(8)) mux2 (A, B, S, outMutex8);
endmodule
module IsEqual(
    input [7:0] A,
    input [7:0] B,
    input out
    );
    assign out = (A == B);
endmodule
module IsLess(
    input [7:0] A,
    input [7:0] B,
    input out
    );
    assign out = (A < B);
endmodule
module IsGreater(
    input [7:0] A,
    input [7:0] B,
    input out
    );
    assign out = (A > B);
endmodule
module MyXnor(
    input A,
    input B,
    input out
    );
    assign out = ~(A ^ B);  
endmodule
module MyAnd(
    input A,
    input B,
    input out
    );
    assign out = (A & B);
endmodule
module Comparator4Bit_1(
    input [3:0] A,
    input [3:0] B,
    input out
    );
    wire XnorResult [3:0];  
    wire AndResult [1:0];
    MyXnor xnor0 ( .A(A[0]), .B(B[0]), .out(XnorResult[0]) );
    MyXnor xnor1 ( .A(A[1]), .B(B[1]), .out(XnorResult[1]) );
    MyXnor xnor2 ( .A(A[2]), .B(B[2]), .out(XnorResult[2]) );
    MyXnor xnor3 ( .A(A[3]), .B(B[3]), .out(XnorResult[3]) );
    MyAnd and0 ( .A(XnorResult[0]), .B(XnorResult[1]), .out(AndResult[0]) );
    MyAnd and1 ( .A(XnorResult[2]), .B(XnorResult[3]), .out(AndResult[1]) );
    MyAnd and2 ( .A(AndResult[0]), .B(AndResult[1]), .out(out) );
endmodule
module Comparator4Bit_2(
    input [3:0] A,
    input [3:0] B,
    input out
    );
    wire [3:0] XnorResult;
    assign XnorResult = ~(A ^ B);
    assign out = &XnorResult;
endmodule
module Comparator4Bit_3(
    input [3:0] A,
    input [3:0] B,
    input out
    );
    assign out = (A == B) ? 1'b1: 1'b0;
endmodule
module MyMUX(
    input [3:0] A,
    input [3:0] B,
    input S,
    input [3:0] out
    );
    assign out = S ? A : B;
endmodule
module MyMUX_Param
    #(parameter width = 8)  
    (
    input [width-1:0] A,
    input [width-1:0] B,
    input s,
    input [width-1:0] out
    );
    assign out = s ? A : B;
endmodule
</file>
<file path="run.sh">
#!/bin/bash
# OpenROAD 26Q1-2900-gdf79404cd8, Yosys 0.63+post, stock flow scripts
make -C /OpenROAD-flow-scripts/flow DESIGN_CONFIG=/design/flow/config.mk WORK_HOME=/design/flow/orfs finish
</file>
==> flow_summary.yaml <==
# generated from flow reports
outcome:
  outcome: "finished clean"
worst_setup_path:
  path_class: "in -> out"
  cp_max_fo: 2
  crit_chain: "clkdlybuf4s50_1, inv_1, ha_1, o211ai_2, a21oi_2, o22ai_1, buf_2"
  slowest_delay_ns: 0.45
  end_kind: "output port"
  worstSetupStartpoint: "B[2]"
  crit_required_ns: 1.68
  worst_path_max_delay_cell: "clkdlybuf4s50_1"
  worst-path-buf-inv: 3
  cpLargestDelayFamily: "buffers and inverters"
  start_kind: "input port"
  crit_arrival_ns: 1.61
timing:
  finalMaxSlewViolations: 0
  hold_viol: 0
  finalSetupViolCount: 0
  grt_setup_unrepaired: "false"
  fmax_ghz: 0.4929
  fin_crit_sh_pct: 96.61
  fin_tns_setup_ns: 0
  worst_slack_ns: 0.07123
  layout_min_cycle_time_ns: 2.029
grt:
  grt_max_degree: 4
  grt_pass1_vias: 335
  grt_pass1_wl_mm: 1.462
  antenna_found_initial: 0
  grt_usage_pct: 2.725
  grt_overflow: 0
power:
  p_leak_uw: 0.0003115
  switching_power_uw: 34.80
  combPwrFrac_pct: 100.0
  total_power_uw: 90.67
  power.internal_uw: 55.87
  seq_power_share_pct: 0
  swShare_pct: 38.38
  power.density_nw_per_um2: 154.8
  clock_power_share_pct: 0
  irDropWorstVdd_uv: 58.20
routing:
  drt_first_iter_violations: 3
  vias_per_cell: 2.804
  antennaDiodeCount: 0
  vias: 300
  drtPass1Iterations: 4
  wl_per_cell_microns: 9.037
  ant_nets: 0
  drc: 0
  wl_microns: 967
yosys:
  syn-cell-area_sq_um: 320.3
  avgSynthCellArea_sq_um: 7.280
  synth_warnings: 20
  ys_types: 11
  ys_area_sq_um: 320.3
  postSynthSeqShare_pct: 0
  ys_cells: 44
  synth_cells: 44
place:
  gp_congestion: 0.6852
  dp_slack_ns: -0.4990
  dpl-instance-area_sq_um: 491.7
  io_buffers: 17
  dp_hpwl_microns: 865
die:
  die_h_microns: 80
  num_rows: 21
  coreArea_sq_um: 3416
  dieArea_sq_um: 6400
  die_w_microns: 80
  fp_util_pct: 9.377
  io-pin-count: 34
final_layout:
  regArea_sq_um: 0
  finish.utilization_pct: 17.14
  nClkBuffers: 0
  fillerInstances: 397
  layout.cells.most_common: "conb_1"
  stdcell_area_sq_um: 585.6
  drive_above_1_share_pct: 27.87
  layout_top_cells: "16 x conb_1, 7 x clkdlybuf4s50_1, 7 x dlymetal6s2s_1"
  flop-count: 0
  syn_to_final_growth_pct: 82.81
min_path:
  hold_path_class: "in -> out"
  hp-start: "A[7]"
clocking:
  postCtsSetupRepairBufs: 0
run:
  drv_cap: 0
  warnings: 33
final cells by class:
type	count	area (sq um)	area share (%)
timing repair buffer	18	187.7	32.05
multi-input combinational	35	310.3	52.99
inverter	8	30.03	5.128
tap	46	57.56	9.829
metal layers:
| layer | global-route usage (%) | up-vias | routed length, microns | part of all wire, % |
|---|---|---|---|---|
| met5 | 0 | - | 0 | 0 |
| met1 | 3.362 | 136 | 421 | 44 |
| met3 | 0.9091 | 0 | 74 | 7.7 |
| li1 | - | 146 | - | - |
| met4 | 0 | 0 | 0 | 0 |
| met2 | 4.735 | 18 | 471 | 49 |
cell usage after synthesis, drive strengths merged:
cell	n	share of area (%)
buf	16	38
ha	8	31
inv	8	9.4
a21oi	4	6.3
nand4	2	3.9
conb	1	1.2
nand2	1	1.2
nor2b	1	2.0
o211ai	1	3.9
o21ai	1	1.6
o22ai	1	2.0
final timing paths:
| path | end | slack, ns | cells past startpoint |
|---|---|---|---|
| worst min-delay path | outTenar | 1.39 | 6 |
| worst max-delay path | outTenar | 0.07 | 7 |
power groups by stage:
| stage | logic (uW) | registers (uW) | clock network, uW |
|---|---|---|---|
| finish | 90.7 | 0 | 0 |
| global route | 103 | 0 | 0 |
| CTS | 90.1 | 0 | 0 |
kinds of logic after synthesis:
logic type                 synth area share [%]
AOI/OAI and AO/OA                         13.67
adders and majority gates                 31.25
buffers and inverters                     46.88
other                                     1.171
and+or+nand+nor                           7.031
metrics by stage:
step	hold WS, ns	instances
detailed placement	2.059	107
finish	1.390	107
floorplan	1.095	59
global placement	2.047	107
global route	1.455	107
CTS	1.655	107
what timing repair did:
item | 4_1_cts | 5_1_grt
setup endpoints to repair | 1 | 1
pin swaps | 4 | 6
hold buffers | 0 | 0
gates resized | 15 | 13
No activity file was given, so power comes from the tool's default toggle rates.
